File: config.mk
export PLATFORM = sky130hd
export DESIGN_NAME = sqrt_u32
export DESIGN_NICKNAME = sqrt_u32
export VERILOG_FILES = /design/flow/design.v
export SDC_FILE = /design/flow/constraint.sdc
export NUM_CORES = 4
export LEC_CHECK = 1
export CORE_UTILIZATION = 40
File: constraint.sdc
current_design sqrt_u32

set clk_period 17.1
set clk_io_pct 0.2

create_clock -name clk0 -period $clk_period [get_ports {clk}]

set non_clock_inputs [all_inputs -no_clocks]
set_input_delay [expr $clk_period * $clk_io_pct] -clock clk0 $non_clock_inputs
set_output_delay [expr $clk_period * $clk_io_pct] -clock clk0 [all_outputs]
File: run.sh
#!/bin/bash
# OpenROAD 26Q1-2900-gdf79404cd8, Yosys 0.63+post, stock flow scripts
make -C /OpenROAD-flow-scripts/flow DESIGN_CONFIG=/design/flow/config.mk WORK_HOME=/design/flow/orfs finish
File: design.v
module sqrt_u32
	#(
			parameter  DATA_WIDTH = 32,
			parameter  Q_WIDTH = DATA_WIDTH/2,
			parameter  R_WIDTH = Q_WIDTH + 1	)
	(
	input	wire clk,
	input	wire rst_n,
	input	wire valid_in,
	input	wire [DATA_WIDTH-1:0]	data_i,
	output	reg	valid_out,
	output	reg	[Q_WIDTH-1:0]	data_o
    );
	reg 	[DATA_WIDTH-1:0] D  [Q_WIDTH:1];
	reg 	[Q_WIDTH-1:0] Q_z	[Q_WIDTH:1]; 
	reg	 	[Q_WIDTH-1:0] Q_q	[Q_WIDTH:1];
	reg 	valid_flag		    [Q_WIDTH:1];
	always@(posedge	clk or negedge	rst_n)
		begin
			if(!rst_n)
				begin
					D[Q_WIDTH] <= 0;
					Q_z[Q_WIDTH] <= 0;
					Q_q[Q_WIDTH] <= 0;
					valid_flag[Q_WIDTH] <= 0;
				end
			else if(valid_in)
				begin
					D[Q_WIDTH] <= data_i;   
					Q_z[Q_WIDTH] <= {1'b1,{(Q_WIDTH-1){1'b0}}};  
					Q_q[Q_WIDTH] <= 0;  
					valid_flag[Q_WIDTH] <= 1;
				end
			else
				begin
					D[Q_WIDTH] <= 0;
					Q_z[Q_WIDTH] <= 0;
					Q_q[Q_WIDTH] <= 0;
					valid_flag[Q_WIDTH] <= 0;
				end
		end
		generate
			genvar i;
				for(i=Q_WIDTH-1;i>=1;i=i-1)
					begin
						always@(posedge clk or negedge	rst_n)
							begin
								if(!rst_n)
									begin
										D[i] <= 0;
										Q_z[i] <= 0;
										Q_q[i] <= 0;
										valid_flag[i] <= 0;
									end
								else	if(valid_flag[i+1])
									begin
										if(Q_z[i+1]*Q_z[i+1] > D[i+1])
											begin
												Q_z[i] <= {Q_q[i+1][Q_WIDTH-1:i],1'b1,{{i-1}{1'b0}}};
												Q_q[i] <= Q_q[i+1];
											end
										else
											begin
												Q_z[i] <= {Q_z[i+1][Q_WIDTH-1:i],1'b1,{{i-1}{1'b0}}};
												Q_q[i] <= Q_z[i+1];
											end
										D[i] <= D[i+1];
										valid_flag[i] <= 1;
									end
								else
									begin
										valid_flag[i] <= 0;
										D[i] <= 0;
										Q_q[i] <= 0;
										Q_z[i] <= 0;
									end
							end
					end
		endgenerate
		always@(posedge	clk or negedge	rst_n) 
			begin
				if(!rst_n)
					begin
						data_o <= 0;
						valid_out <= 0;
					end
				else	if(valid_flag[1])
					begin
						if(Q_z[1]*Q_z[1] > D[1])
							begin
								data_o <= Q_q[1];
								valid_out <= 1;
							end
						else
							begin
								data_o <= {Q_q[1][Q_WIDTH-1:1],Q_z[1][0]};
								valid_out <= 1;
							end
					end
				else
					begin
						data_o <= 0;
						valid_out <= 0;
					end
			end
endmodule
==> run_results.csv <==
group,metric,value,unit
worst_setup_path,regToRegEndpoint,"Q_z[1][1]$_DFF_PN0_",
routing,drt_iter0_markers,1854,
final_timing,whs,0.468,ns
worst_setup_path,cp_common_cell,"fa_1",
finish,layout-drive-gt1-share,3.06,%
clock_network,cts-htree-levels,3,
power_and_ir_drop,internal_power,2920,uW
synth,synth.distinct_cells,73,
power_and_ir_drop,power_frac_seq,41.9,%
routing,wl,143000,um
worst_setup_path,path_class,"flop to flop",
global_route,grt_overflow,0,
final_timing,tns,0,ns
finish,area_growth,8.34,%
final_timing,max_freq,128,MHz
die,io_pins,52,
synth,top_cell_area_share,23.9,%
routing,route.detailed.drc,0,
synth,yosys_most_used_dff,"dfrtp_1",
finish,logic_area,46800,sq um
routing,viasPerCell,4.79,
clock_network,ctsResizeCount,0,
synth,ys_chip_area,69700,sq um
final_timing,slew_violations,0,
finish,post-route-util,43.8,%
worst_setup_path,critPathMaxStageDelay,0.59,ns
power_and_ir_drop,cellPowerDensity,54.2,nW/um^2
run_status,status,"complete, no violations",
die,fp_util,40.4,%
worst_setup_path,r2r-start,"Q_z[2][4]$_DFF_PN0_",
worst_setup_path,end_kind,"flop",
final_timing,slew_headroom,41.1,%
placement,portBuffers,51,
clock_network,cts-hold-fix-buffers,0,
final_timing,tightest_slew,0.861,ns
power_and_ir_drop,p_comb_share,14.6,%
clock_network,cts_tree,"built",
worst_setup_path,worstPathArrival,8.37,ns
die,fp.coreArea,172000,sq um
synth,ys_seq_elements,665,
power_and_ir_drop,p_leak,0.0431,uW
global_route,grt_first_pass_wirelength,247000,um
synth,top_cell,"inv_1",
run,maxCapViolations,0,
clock_network,clk_path_buf_depth,3,
synth,yosysWarnings,5,
global_route,grt_pass1_vias,47900,
worst_setup_path,worst_setup_path_start_kind,"flop",
clock_network,clock.latency.late_pin,0.71,ns
die,row_count,152,
synth,yosys_cells,7018,
global_route,antenna_found_initial,0,
synth,synth.top_cells.by_count,"inv_1, ha_1, and2_1",
global_route,grt_max_degree,71,
synth,post-synth-top-area-cell,"dfrtp_1",
global_route,globalRouteTotalUtil,18.3,%
power_and_ir_drop,switchingPower,1170,uW
final_timing,finalClockPeriodUsage,45.6,%
min_path,hold_class,"flop to flop",
power_and_ir_drop,switching_share,28.5,%
clock_network,postCtsSetupBuffers,0,
final_timing,hold_viol,0,
worst_setup_path,startpoint,"Q_z[2][4]$_DFF_PN0_",
synth,synth-async-reset-ratio,100,%
power_and_ir_drop,ir_worst_vdd,0.0000693,V
final_timing,rsz0062_at_grt,"false",
run,tool_warnings,54,
finish,ff_latch_area,16600,sq um
routing,drt-wirelength-per-cell,15.3,um
worst_setup_path,r2r_cells,26,
routing,drtAntennaViolNets,0,
worst_setup_path,r2r_setup_slack,9.30,ns
synth,ys_seq_share,23.9,%
worst_setup_path,cp_max_fo,13,
power_and_ir_drop,clockPowerShare,43.5,%
routing,drt_first_pass_iters,6,
final_timing,setup_viol,0,
synth,netlist_area,69700,sq um
synth,edf_count,0,
die,die_y,419,um
clock_network,cts-root-buf,"clkbuf_16",
worst_setup_path,required,17.67,ns
final_timing,skew,0.0652,ns
placement,place_hpwl,117000,um
finish,fillCellCount,16100,
die,die_width,419,um
synth,area_leaders,"dfrtp_1, fa_1, ha_1",
final_timing,period_minus_slack,7.80,ns
routing,vias,44900,
synth,syn_inst,7018,
die,chipArea,176000,sq um
placement,gp_congestion,0.923,
synth,syn_area_per_cell,9.92,sq um
clock_network,cts_buffers,79,
worst_setup_path,crit_slowest_cell,"dfrtp_1",
clock_network,clkTransAtPathRegs,0.06,ns
worst_setup_path,critical_path.endpoint,"Q_z[1][1]$_DFF_PN0_",
clock_network,cts.sinks,665,
## cell usage in the layout (no fill, tap or decap), types with 24 or more instances in the layout
| cell type | count |
|---|---|
| a21o_1 | 157 |
| inv_1 | 1457 |
| and2_1 | 899 |
| a21oi_1 | 221 |
| clkbuf_16 | 79 |
| nand3_1 | 43 |
| nor3_1 | 33 |
| nand2_1 | 377 |
| clkdlybuf4s50_1 | 50 |
| buf_4 | 37 |
| a211oi_1 | 24 |
| xor2_1 | 57 |
| nor2b_1 | 80 |
| nor4_1 | 55 |
| o21a_1 | 29 |
| xnor2_1 | 190 |
| nand2b_1 | 29 |
| nor2_1 | 156 |
| dfrtp_1 | 665 |
| fa_1 | 796 |
| o21ai_0 | 124 |
| nand4_1 | 65 |
| ha_1 | 1106 |
## cells by family (layout without fill, tap and decap cells)
group / Yosys count / in the layout / synth area share [%]
adders and majority gates: 1903 / 1903 / 42.8
and+or+nand+nor: 1843 / 1843 / 14.7
buffers and inverters: 1647 / 1690 / 8.88
AOI/OAI and AO/OA: 696 / 696 / 6.41
DFF: 665 / 665 / 23.9
xor gates and xnor gates: 247 / 247 / 3.11
muxes: 16 / 16 / 0.253
other: 1 / 3 / 0.00538
## flip-flops by register name, summed over array words and instances (netlist names)
name,cells
D,512
Q_q,1
Q_z,134
data_o,16
valid_flag,1
valid_out,1
## final cells by class
type                            instances  area share, %
Sequential cell                       665           22.1
Multi-Input combinational cell       4706           62.1
Tap cell                             2310           3.83
Clock buffer                          105           2.96
Clock inverter                         40          0.796
Timing Repair Buffer                   88           1.05
Antenna cell                            2        0.00663
Inverter                             1457           7.25
## worst max-delay path, delay by kind of cell (launching register included)
kind	cells	cell delay [ns]
adder cells (fa/ha/maj)	8	3.92
AND/OR/NAND/NOR	3	0.78
flip-flops	1	0.59
buffers and inverters	5	0.53
AND-OR/OR-AND	9	1.72
XOR/XNOR	1	0.18
## how the worst min path moves through the flow
stage / start / cells after the start / end / slack [ns]
CTS: D[10][10]$_DFF_PN0_ / 1 / D[9][10]$_DFF_PN0_ / 0.47
global route: D[10][10]$_DFF_PN0_ / 1 / D[9][10]$_DFF_PN0_ / 0.49
finish: D[10][10]$_DFF_PN0_ / 1 / D[9][10]$_DFF_PN0_ / 0.47
## power by group through the flow
| stage | Combinational [uW] | Clock (uW) | Sequential, uW |
|---|---|---|---|
| after global routing | 693 | 1890 | 1720 |
| after CTS | 607 | 1830 | 1720 |
| final | 596 | 1780 | 1710 |
## routing by layer
metal	up-vias	global-route usage (%)	share of wire [%]
met4	0	2.78	1.9
li1	22100	-	-
met3	147	4.21	5.2
met5	-	0.306	0
met1	21900	27.0	46
met2	782	28.9	47
## stage by stage
step / power (uW) / instance area (sq um) / instances / setup slack, ns
after global routing: 4310 / 75500 / 9371 / 8.84
after floorplan: 2110 / 69700 / 7018 / 10.06
after global placement: 2340 / 72600 / 9226 / 9.41
final: 4090 / 75500 / 9373 / 9.30
after CTS: 4150 / 75500 / 9371 / 9.27
after detailed placement: 2340 / 72600 / 9226 / 9.32
No activity file was given, so power comes from the tool's default toggle rates.
