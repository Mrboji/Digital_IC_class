==> ./design.v <==
module mul_tc_16_16 (
    input [15:0] a,
    input [15:0] b,
    output [31:0] product
);
    wire [31:0] prod_0;
    wire [31:0] prod_1;
    wire [31:0] prod_2;
    wire [31:0] prod_3;
    wire [31:0] prod_4;
    wire [31:0] prod_5;
    wire [31:0] prod_6;
    wire [31:0] prod_7;
    partial_prod_gen u_partial_prod_gen(
        .a(a),
        .b(b),
        .prod_0(prod_0),
        .prod_1(prod_1),
        .prod_2(prod_2),
        .prod_3(prod_3),
        .prod_4(prod_4),
        .prod_5(prod_5),
        .prod_6(prod_6),
        .prod_7(prod_7)
    );
    wallace_tree u_wallace_tree(
        .prod_0(prod_0),
        .prod_1(prod_1),
        .prod_2(prod_2),
        .prod_3(prod_3),
        .prod_4(prod_4),
        .prod_5(prod_5),
        .prod_6(prod_6),
        .prod_7(prod_7),
        .product(product)
    );
endmodule
module partial_prod_gen (
    input [15:0] a,
    input [15:0] b,
    output [31:0] prod_0,
    output [31:0] prod_1,
    output [31:0] prod_2,
    output [31:0] prod_3,
    output [31:0] prod_4,
    output [31:0] prod_5,
    output [31:0] prod_6,
    output [31:0] prod_7
);
    wire [7:0] neg;
    wire [7:0] zero;
    wire [7:0] one;
    wire [7:0] two;
    booth_enc u_booth_enc_0(.code({b[1:0],1'b0}),.neg(neg[0]),.zero(zero[0]),.one(one[0]),.two(two[0]));
    booth_enc u_booth_enc_1(.code(b[3:1]),.neg(neg[1]),.zero(zero[1]),.one(one[1]),.two(two[1]));
    booth_enc u_booth_enc_2(.code(b[5:3]),.neg(neg[2]),.zero(zero[2]),.one(one[2]),.two(two[2]));
    booth_enc u_booth_enc_3(.code(b[7:5]),.neg(neg[3]),.zero(zero[3]),.one(one[3]),.two(two[3]));
    booth_enc u_booth_enc_4(.code(b[9:7]),.neg(neg[4]),.zero(zero[4]),.one(one[4]),.two(two[4]));
    booth_enc u_booth_enc_5(.code(b[11:9]),.neg(neg[5]),.zero(zero[5]),.one(one[5]),.two(two[5]));
    booth_enc u_booth_enc_6(.code(b[13:11]),.neg(neg[6]),.zero(zero[6]),.one(one[6]),.two(two[6]));
    booth_enc u_booth_enc_7(.code(b[15:13]),.neg(neg[7]),.zero(zero[7]),.one(one[7]),.two(two[7]));
    gen_prod gen_prod_0(.a(a),.neg(neg[0]),.zero(zero[0]),.one(one[0]),.two(two[0]),.prod(prod_0));
    gen_prod gen_prod_1(.a(a),.neg(neg[1]),.zero(zero[1]),.one(one[1]),.two(two[1]),.prod(prod_1));
    gen_prod gen_prod_2(.a(a),.neg(neg[2]),.zero(zero[2]),.one(one[2]),.two(two[2]),.prod(prod_2));
    gen_prod gen_prod_3(.a(a),.neg(neg[3]),.zero(zero[3]),.one(one[3]),.two(two[3]),.prod(prod_3));
    gen_prod gen_prod_4(.a(a),.neg(neg[4]),.zero(zero[4]),.one(one[4]),.two(two[4]),.prod(prod_4));
    gen_prod gen_prod_5(.a(a),.neg(neg[5]),.zero(zero[5]),.one(one[5]),.two(two[5]),.prod(prod_5));
    gen_prod gen_prod_6(.a(a),.neg(neg[6]),.zero(zero[6]),.one(one[6]),.two(two[6]),.prod(prod_6));
    gen_prod gen_prod_7(.a(a),.neg(neg[7]),.zero(zero[7]),.one(one[7]),.two(two[7]),.prod(prod_7));
endmodule
module booth_enc (
    input [2:0] code,
    output neg,
    output zero,
    output one,
    output two
);
    assign neg = code[2];
    assign zero = (code == 3'b000) || (code == 3'b111);
    assign two = (code == 3'b100) || (code == 3'b011);
    assign one = !zero & !two;
endmodule
module gen_prod (
    input [15:0] a,
    input neg,
    input zero,
    input one,
    input two,
    output [31:0] prod
);
    reg [31:0] prod_pre;
    always @(*) begin
        prod_pre = 32'b0;
        if(zero) prod_pre = 32'b0;
        else if(one) prod_pre = {{16{a[15]}},a};
        else if(two) prod_pre = {{15{a[15]}},a,1'b0};
    end
    assign prod = neg ? (~prod_pre + 1'b1) : prod_pre;
endmodule
module wallace_tree (
    input [31:0] prod_0,
    input [31:0] prod_1,
    input [31:0] prod_2,
    input [31:0] prod_3,
    input [31:0] prod_4,
    input [31:0] prod_5,
    input [31:0] prod_6,
    input [31:0] prod_7,
    output [31:0] product
);
    wire [31:0] csa_0_c;
    wire [31:0] csa_0_s;
    wire [31:0] csa_1_c;
    wire [31:0] csa_1_s;    
    wire [31:0] csa_2_c;
    wire [31:0] csa_2_s;
    wire [31:0] csa_3_c;
    wire [31:0] csa_3_s;
    wire [31:0] csa_4_c;
    wire [31:0] csa_4_s;
    wire [31:0] csa_5_c;
    wire [31:0] csa_5_s;
    csa #(.DATA_WIDTH(32)) u_csa_0(.a(prod_0),.b(prod_1<<2),.cin(prod_2<<4),.cout(csa_0_c),.s(csa_0_s));
    csa #(.DATA_WIDTH(32)) u_csa_1(.a(prod_3<<6),.b(prod_4<<8),.cin(prod_5<<10),.cout(csa_1_c),.s(csa_1_s));
    csa #(.DATA_WIDTH(32)) u_csa_2(.a(csa_1_c<<1),.b(prod_6<<12),.cin(prod_7<<14),.cout(csa_2_c),.s(csa_2_s));
    csa #(.DATA_WIDTH(32)) u_csa_3(.a(csa_0_c<<1),.b(csa_0_s),.cin(csa_1_s),.cout(csa_3_c),.s(csa_3_s));
    csa #(.DATA_WIDTH(32)) u_csa_4(.a(csa_2_s),.b(csa_3_s),.cin(csa_3_c<<1),.cout(csa_4_c),.s(csa_4_s));
    csa #(.DATA_WIDTH(32)) u_csa_5(.a(csa_2_c<<1),.b(csa_4_s),.cin(csa_4_c<<1),.cout(csa_5_c),.s(csa_5_s));
    assign product = (csa_5_c<<1) + csa_5_s;
endmodule
module csa#(parameter DATA_WIDTH = 32) (
    input [DATA_WIDTH-1:0] a,
    input [DATA_WIDTH-1:0] b,
    input [DATA_WIDTH-1:0] cin,
    output [DATA_WIDTH-1:0] cout,
    output [DATA_WIDTH-1:0] s
);
    generate
        genvar index;
        for (index = 0; index < DATA_WIDTH ; index = index + 1'b1) begin
            assign s[index] = a[index] ^ b[index] ^ cin[index];
            assign cout[index] = a[index]&b[index] | a[index]&cin[index] | b[index]&cin[index];
        end
    endgenerate
endmodule
==> ./run.sh <==
#!/bin/bash
# OpenROAD 26Q1-2900-gdf79404cd8, Yosys 0.63+post, stock flow scripts
make -C /OpenROAD-flow-scripts/flow DESIGN_CONFIG=/design/flow/config.mk WORK_HOME=/design/flow/orfs finish
==> ./config.mk <==
export PLATFORM = sky130hd
export DESIGN_NAME = mul_tc_16_16
export DESIGN_NICKNAME = mul_tc_16_16
export VERILOG_FILES = /design/flow/design.v
export SDC_FILE = /design/flow/constraint.sdc
export NUM_CORES = 4
export LEC_CHECK = 1
export CORE_UTILIZATION = 30
==> ./constraint.sdc <==
current_design mul_tc_16_16

set clk_period 23.6
set clk_io_pct 0.2

create_clock -name clk0 -period $clk_period

set non_clock_inputs [all_inputs -no_clocks]
set_input_delay [expr $clk_period * $clk_io_pct] -clock clk0 $non_clock_inputs
set_output_delay [expr $clk_period * $clk_io_pct] -clock clk0 [all_outputs]
==> out/results.tsv <==
metric	value	unit
run status	completed	
Peak Freq	55.6	MHz
Die W	209	um
Mapped Cells	1913	
Setup-failing EPs final	0	
Seq share, synth	0	%
Area Overhead vs Synth	7.83	%
Mux area share	2.29	%
crit share post-route	76.3	%
clock buffer count	0	
RSZ-0062 raised after global routing	false	
Main logic family	AND-OR/OR-AND gates	
total power	2.26	mW
CP bufs+invs	3	
fp util	30.6	%
Max-area cell share	20.3	%
number of vias per cell	6.14	
Comb area	11700	um^2
Post-Route WL	55.9	mm
post-route ant nets	0	
Max FO, Critical Path	17	
crit path launch type	primary input	
CP max stage delay	0.71	ns
fillcell total	4418	
Worst Path Class, Setup	in -> out	
Critical Path AT	13.28	ns
row cnt	75	
Pwr Density	163	nW/um^2
placer's final routability congestion estimate	0.994	
GR Util All Layers	26.1	%
final hold vios	0	
CP required	18.88	ns
Initial DRC Count	1720	
yosys warns	1	
most frequent CP cell	fa_1	
first-pass GRT wire length	85.0	mm
vias in the first global route	13500	
cts repair resizes	0	
dominant cell type by area after synthesis	fa_1	
Top delay family on crit path	AND-OR/OR-AND gates	
vias	14700	
fraction of layout cells with a size suffix above 1	5.39	%
xor/xnor share	7.81	%
Seq cells	0	
initial antenna violation count	1	
DRT Pass-1 Iters	6	
total internal power	1.24	mW
slew margin rel.	27.1	%
Switch Pwr	1.02	mW
Synth Area in Adders	25.7	%
leakage power	5.79	nW
area of the core	42100	um^2
chip area	43800	um^2
Worst Max-Slew Pin Slew	1.09	ns
largest net degree at the start of global routing	67	
Crit. End Element	output port	
Distinct cells, synth	81	
register area	0	um^2
yosys stat area	12900	um^2
Die Y	209	um
hold crit path type	in -> out	
Final Max-Slew Violation Tally	0	
worst vdd ir	0.000148	V
tool warnings	32	
ys cells	1913	
Hold-fix buffers, CTS	0	
hpwl dp	41.7	mm
Post-synth area hogs	fa_1 20%, nand2_1 8.0%, a21oi_1 6.9%	
Tmin final	18.00	ns
Avg Inst Size Synth	6.74	um^2
Buffers on Ports	64	
Post-Route Setup TNS	0	ns
cell area after synthesis	12900	um^2
yosys simple share	19.9	%
Max-Cap Viols	0	
slowest stage cell, crit path	clkdlybuf4s50_1	
Sw Share	45.2	%
DR WL/cell	23.3	um
GR Overflow Total	0	
setup bufs post-CTS	0	
Post-Synth AOI/OAI Area	35.0	%
Ports	64	
number of remaining DRC errors	0	
[tightest hold or removal path: stages]
cell             delay, ns
buf_2                 0.24
nand2_1               0.14
o21ai_0               0.13
clkdlybuf4s50_1       0.45
[final cells by class]
| cell class | count | share of cell area (%) |
|---|---|---|
| multi-input combinational | 1596 | 84.1 |
| timing repair buffer | 117 | 7.18 |
| inverter | 143 | 3.86 |
| antenna | 2 | 0.0360 |
| tap | 539 | 4.85 |
[per-layer routing]
metal	global-route usage [%]	vias up	part of all wire (%)	routed length (um)
li1	-	6696	-	-
met1	37.3	6960	41	22700
met2	39.6	929	44	24300
met3	6.11	138	12	6580
met4	8.09	0	4.0	2260
met5	0	-	0	0
[per-stage QoR]
step	util [%]	std cells	setup slack (ns)	area, um^2	hold slack (ns)
floorplan	-	1913	7.02	12900	10.05
global placement	33.0	2395	5.85	13900	10.42
detailed placement	33.0	2395	5.65	13900	10.41
CTS	33.0	2395	5.64	13900	10.42
global route	33.0	2395	4.97	13900	10.47
finish	33.0	2397	5.60	13900	10.41
[power by group through the flow]
stage / logic [mW] / clock network (mW) / registers, mW
4_1_cts: 2.31 / 0 / 0
5_1_grt: 2.56 / 0 / 0
[cell usage in the layout, fill, tap and decap left out, drive strengths merged, types with 10 or more instances in the layout]
cell,instances
o21ai,164
nor2,129
a21oi,178
nor3,23
a211oi,30
and3,14
a21boi,10
nand3,51
a31oi,38
ha,55
a221o,12
xor2,30
a22oi,20
nand2b,12
clkdlybuf4s50,56
o21a,14
buf,61
a221oi,41
a21o,29
xnor2,79
fa,131
mux2i,25
nor2b,16
inv,137
o31ai,11
o211ai,29
nand2,274
or2,13
o22ai,22
[logic make-up (layout without fill, tap and decap cells)]
logic type | count (synthesis) | in the layout
buffers and inverters | 317 | 260
adder cells (fa/ha/maj) | 186 | 186
other | 0 | 2
AND/OR/NAND/NOR | 578 | 578
multiplexers | 29 | 29
XOR/XNOR | 111 | 111
AND-OR/OR-AND | 692 | 692
[worst paths after layout]
| check | from | to | slack (ns) | cells past startpoint |
|---|---|---|---|---|
| hold / removal | a[1] | product[1] | 10.41 | 4 |
| setup / recovery | b[6] | product[31] | 5.60 | 26 |
[cell usage after synthesis, types with 22 or more instances]
library cell	number
nand2_1	274
o21ai_0	161
nand3_1	50
a21oi_1	177
a31oi_1	36
a211oi_1	30
fa_1	131
nor3_1	23
xor2_1	29
inv_1	137
xnor2_1	79
o22ai_1	22
o211ai_1	29
nor2_1	129
a21o_1	29
mux2i_1	25
a221oi_1	41
buf_1	27
clkbuf_1	140
ha_1	55
No activity file was given, so power comes from the tool's default toggle rates.
